==> design/flow/design.v <==
module blinkdir (
    input CLK,
    input RST,
    input BTN,
    output reg [3:0] LED
);
wire UP;
debounce d0 (.CLK(CLK), .RST(RST), .BTNIN(BTN), .BTNOUT(UP));
reg [1:0] mode;
always @(posedge CLK) begin
    if (RST)
        mode <= 2'h0;
    else if (UP)
        mode <= mode + 2'h1;
    if (mode == 2'd3)
        mode <= 2'h0;
end
reg [22:0] cnt23;
always @( posedge CLK ) begin
	if ( RST )
		cnt23 <= 23'h0;
	else
		cnt23 <= cnt23 + 1'h1;
end
wire ledcnten = (cnt23 == 23'h7fffff);
reg [1:0] cnt2;
reg [2:0] cnt3;
always @( posedge CLK ) begin
	if (RST)
		cnt2 <= 2'h0;
	else if (ledcnten)
		if (cnt2 == 2'd3)
			cnt2 <= 2'h0;
		else
			cnt2 <= cnt2 + 1'h1;
end
always @( posedge CLK ) begin
	if (RST)
		cnt3 <= 3'h0;
	else if (ledcnten)
		if (cnt3 == 3'd5)
			cnt3 <= 3'h0;
		else
			cnt3 <= cnt3 + 1'h1;
end
always @* begin
    if ( mode==2'd0)
        case ( cnt3 )
            3'd0: LED = 4'b0001;
            3'd1: LED = 4'b0010;
            3'd2: LED = 4'b0100;
            3'd3: LED = 4'b1000;
            3'd4: LED = 4'b0100;
            3'd5: LED = 4'b0010;
            default:LED = 4'b0000;
        endcase
    else if (mode==2'd1)
        case ( cnt2 )
            2'd0: LED = 4'b0001;
            2'd1: LED = 4'b0010;
            2'd2: LED = 4'b0100;
            2'd3: LED = 4'b1000;
            default:LED = 4'b0000;
        endcase
    else if (mode==2'd2)
        case ( cnt2 )
            2'd0: LED = 4'b1000;
            2'd1: LED = 4'b0100;
            2'd2: LED = 4'b0010;
            2'd3: LED = 4'b0001;
            default:LED = 4'b0000;
        endcase
end
endmodule
module debounce (
    input CLK,
    input RST,
    input BTNIN,
    output reg BTNOUT
);
reg[21:0] cnt22;
wire en40hz = (cnt22 == 22'd3125000-1);
always @( posedge CLK) begin
    if ( RST )
        cnt22 <= 22'h0;
    else if (en40hz)
        cnt22 <= 22'h0;
    else
        cnt22 <= cnt22 + 22'h1;
end
reg ff1, ff2;
always @( posedge CLK ) begin
    if ( RST ) begin
        ff1 <= 1'b0;
        ff2 <= 1'b0;
    end
    else if ( en40hz ) begin
        ff2 <= ff1;
        ff1 <= BTNIN;
    end
end
wire temp = ff1 & ~ff2 & en40hz;
always @( posedge CLK ) begin
    if ( RST )
        BTNOUT <= 1'b0;
    else
        BTNOUT <= temp;
end
endmodule
==> design/flow/run.sh <==
#!/bin/bash
# OpenROAD 26Q1-2900-gdf79404cd8, Yosys 0.63+post, stock flow scripts
make -C /OpenROAD-flow-scripts/flow DESIGN_CONFIG=/design/flow/config.mk WORK_HOME=/design/flow/orfs finish
==> design/flow/config.mk <==
export PLATFORM = sky130hd
export DESIGN_NAME = blinkdir
export DESIGN_NICKNAME = blinkdir
export VERILOG_FILES = /design/flow/design.v
export SDC_FILE = /design/flow/constraint.sdc
export NUM_CORES = 4
export LEC_CHECK = 1
export CORE_UTILIZATION = 40
==> design/flow/constraint.sdc <==
current_design blinkdir

set clk_period 3.1
set clk_io_pct 0.2

create_clock -name clk0 -period $clk_period [get_ports {CLK}]

set non_clock_inputs [all_inputs -no_clocks]
set_input_delay [expr $clk_period * $clk_io_pct] -clock clk0 $non_clock_inputs
set_output_delay [expr $clk_period * $clk_io_pct] -clock clk0 [all_outputs]
==> run notes <==
Implementation results. Per the cell usage report, the commonest logic cell in the layout is sky130_fd_sc_hd__dfxtp_1. Counting buffers and inverters, the worst setup path is 4 cells deep. Net load switching power landed at 266 uW. Number of enable-type register cells in the synthesized netlist landed at 0.

Post-synthesis cell area landed at 2730 um^2. The timer found 4 register pins that no clock reaches; their paths are not timed. The report lists the power per cell area as 392 nW/um^2. Once placement completed, the tool counted placed cells totaling 381.

STA classifies the critical path endpoint as a flip-flop. Floorplan row count landed at 29. The launch point of the worst register-to-register path is recorded as cnt23[8]$_SDFF_PP0_. Setup repair after global routing left no endpoint under its margin.

Count of instantiated cells in the yosys netlist landed at 309. As logged by OpenROAD, the buffers inserted on ports number 6. Among all stages on the critical path, the maximum delay recorded is 0.63 ns.

The critical path starts at cnt23[8]$_SDFF_PP0_. Counting endpoints that fail hold in the final report gives 0. Period utilization landed at 64.2%.

By area, the combinational part of the netlist is dominated by simple AND/OR/NAND/NOR gates. X dimension of the die landed at 84.6 um.

TritonCTS buffer count landed at 5. The power report puts the leakage power at 0.946 nW. The most common logic cells in the final layout are sky130_fd_sc_hd__dfxtp_1, sky130_fd_sc_hd__nor2_1, sky130_fd_sc_hd__a21oi_1. The pin closest to its max-slew limit shows a slew of 0.477 ns. Clock insertion delay at the later pin of the skew report landed at 0.31 ns.

Via count landed at 2051. The power report attributes to the clock group a share of 35.0%. The signal on the critical path passes through nand4_4 > or4_4 > or4_1 > a21oi_1.

The cell family contributing the most delay on the critical path is simple AND/OR/NAND/NOR gates. Summing the areas of all compound-gate instances in the mapped netlist gives 9.71% of the synthesized area. During I/O placement, the number of pins put on the boundary was 7. Setup fix buffers added after clock tree synthesis landed at 0.

For this run, the number of standard cells in the final layout without fillers is 389. Nets still carrying antenna violations after routing amount to 0. In the final layout, the multi-input gates occupy 1450 um^2. Routed via count divided by cell count landed at 5.27. The routed design shows a wire length per standard cell of 11.9 um. The number of gates resized after CTS was 0. Per the OpenROAD floorplan log, the area of the die is 7160 um^2. Highest net fanout along the worst path landed at 12. The data required time reported for the critical path is 3.34 ns. Reg-to-reg setup timing slack landed at 1.11 ns. Xor/xnor cell area share of the yosys netlist landed at 8.98%.

Per the timing report, the most critical flop-to-flop path finishes at cnt2[0]$_SDFFE_PP0N_. On the reported timing paths, the clock transition at the registers reads 0.11 ns. Overall fraction of global-route tracks in use landed at 14.3%. After its last routability iteration, the placer logged a weighted congestion of 0.791.

In this run the VDD rail shows a maximum IR drop of 0.150 mV. Looking at the clock tree report, the root buffer type is sky130_fd_sc_hd__clkbuf_8. The synthesized netlist has a Yosys-reported chip area of 2730 um^2. The number of cells on the worst reg-to-reg path is 4. The clock tree synthesis step divided the H-tree into 2 levels.

The via count of the first global-routing pass came to 1856. Measured against its own limit, the worst slew margin works out to 68.1%. According to the hold report, the worst path is of the reg -> reg type. Arrival time at the worst endpoint landed at 2.23 ns. Area of all sequential standard cells landed at 1160 um^2. The commonest register cell is sky130_fd_sc_hd__dfxtp_1. Buffer-and-inverter tally for the worst setup path landed at 0. 8 endpoints have no timing constraint. According to the dpl log, the detail-placed design has an HPWL of 3260 um. Maximum number of pins on one net before global-route repair landed at 19. STA classifies the critical path startpoint as a flip-flop. Cells with a size suffix above 1 make up 7.05% of the layout. Share of flip-flops with an asynchronous set or reset after synthesis landed at 0%. The flow ran to the end, and the final reports show no timing, DRC or antenna violations. Maximum clock frequency landed at 0.503 GHz. The logs give a warning total of 31.

Number of max-slew violations in the final report landed at 0. Area added between synthesis and finish landed at 7.83%. The final power report lists total power as 1.15 mW.

Synthesis produced a netlist whose cell count is 309. Counting the fill cells in the layout gives 634. The core region is 6460 um^2. Global-route wire length before repair landed at 8400 um. Leftover overflow at the end of global routing landed at 0. In this run, the synthesized area fraction spent on and/or/nand/nor cells is recorded as 26.3%. In this run the maximum-capacitance check reported violations numbering 0. For the final database, setup skew stands at 0.0147 ns. In this run, distinct cell masters in the synthesized netlist total 42. The worst path needs 1.99 ns of the cycle, external delays included.

Number of design-rule violations left by the first detailed-router iteration landed at 112. Summed over all layers, the routed wires come to 4640 um. The capture point of the critical path was reported as cnt2[0]$_SDFFE_PP0N_. The power report attributes to the combinational group a share of 2.6%.

Cell-internal power landed at 887 uW. Iteration tally of the first detailed-router pass landed at 6. Number of DRC violations after detailed routing landed at 0.

Looking at the setup timing report, the critical path kind is reg -> reg. Of the post-synthesis cell area, the part taken by muxes is 2.98%. Total of warnings raised by yosys landed at 2.

In the final report, the number of endpoints failing setup comes to 0. In this run, flip-flops and latches consume 62.4% of the power. The number of antenna violations at the first check in global routing is 0. Averaged over all synthesized cells, the footprint is 8.84 um^2.

Per the breakdown, switching nets consume 23.1% of all power. Of the total synthesized cell area, the portion taken by full adders, half adders and majority gates is 5.04%. Counting instances, the worst hold path has a depth of 1. Maximum count of clock buffers along a single path landed at 2. Effective utilization at floorplan landed at 42.3%.

Die outline height landed at 84.6 um. Hold buffer count at CTS landed at 0. Counting flops and latches in the post-synthesis netlist gives 59. Final antenna diode count landed at 0. TritonCTS built the clock tree. Among all stages on the critical path, the largest delay is contributed by sky130_fd_sc_hd__or4_4. Summed over all failing endpoints, the final setup total negative slack is 0 ns.
how the worst min path moves through the flow:
stage,startpoint,to
4_1_cts,d0.ff2$_SDFFE_PP0N_,d0.BTNOUT$_SDFF_PP0_
5_1_grt,d0.ff2$_SDFFE_PP0N_,d0.BTNOUT$_SDFF_PP0_
6_report,d0.ff2$_SDFFE_PP0N_,d0.BTNOUT$_SDFF_PP0_
cells by family after synthesis:
family                     count (synthesis)
latches                                    4
xor gates and xnor gates                  28
buffers and inverters                     30
muxes                                      8
and+or+nand+nor                          129
AOI/OAI and AO/OA                         44
adders and majority gates                 11
DFF                                       55
cell usage after synthesis (2+ instances only):
| cell | n | share of area, % |
|---|---|---|
| sky130_fd_sc_hd__or2_2 | 3 | 0.69 |
| sky130_fd_sc_hd__o31ai_1 | 12 | 3.3 |
| sky130_fd_sc_hd__nand4_1 | 13 | 3.0 |
| sky130_fd_sc_hd__ha_1 | 11 | 5.0 |
| sky130_fd_sc_hd__clkbuf_1 | 12 | 1.6 |
| sky130_fd_sc_hd__or4_1 | 13 | 3.6 |
| sky130_fd_sc_hd__and4_1 | 3 | 0.96 |
| sky130_fd_sc_hd__or3_1 | 5 | 1.1 |
| sky130_fd_sc_hd__o21ai_0 | 9 | 1.6 |
| sky130_fd_sc_hd__nand3_1 | 14 | 2.6 |
| sky130_fd_sc_hd__nor2_1 | 34 | 4.7 |
| sky130_fd_sc_hd__a21oi_1 | 18 | 3.3 |
| sky130_fd_sc_hd__inv_1 | 15 | 2.1 |
| sky130_fd_sc_hd__nand2_1 | 16 | 2.2 |
| sky130_fd_sc_hd__nor4_1 | 6 | 1.4 |
| sky130_fd_sc_hd__dlxtn_1 | 4 | 2.2 |
| sky130_fd_sc_hd__and3_1 | 2 | 0.46 |
| sky130_fd_sc_hd__buf_2 | 2 | 0.37 |
| sky130_fd_sc_hd__nor3_1 | 6 | 1.1 |
| sky130_fd_sc_hd__mux2i_1 | 7 | 2.6 |
| sky130_fd_sc_hd__nor2b_1 | 3 | 0.69 |
| sky130_fd_sc_hd__xnor2_1 | 16 | 5.1 |
| sky130_fd_sc_hd__xor2_1 | 12 | 3.8 |
| sky130_fd_sc_hd__dfxtp_1 | 55 | 40 |
through the flow:
stage	worst slack (ns)	utilization (%)	instance area, um^2	hold slack, ns
finish	1.11	45.6	2950	0.436
global route	0.978	45.6	2950	0.452
CTS	1.11	45.6	2950	0.439
detailed placement	0.984	44.1	2850	0.422
global placement	1.01	44.1	2850	0.407
floorplan	1.28	-	2730	0.396
flip-flops by register name, indices dropped and copies added (netlist names):
name,flops
d0.ff2,1
cnt2,2
d0.BTNOUT,1
d0.cnt22,22
LED,4
cnt3,3
cnt23,23
d0.ff1,1
mode,2
metal layers:
layer | share of wire, % | up-vias | global-route usage [%]
met5 | 0 | - | 0
met1 | 54 | 919 | 22.3
met3 | 2.7 | 6 | 1.99
met4 | 1.3 | 0 | 1.39
met2 | 42 | 22 | 22.6
li1 | - | 1104 | -
layout make-up:
| type | count | share of cell area [%] |
|---|---|---|
| clock buffers | 5 | 2.34 |
| clock inverters | 3 | 0.850 |
| inverters | 15 | 1.91 |
| multi-input cells | 220 | 49.2 |
| flip-flops and latches | 59 | 39.4 |
| well taps | 77 | 3.27 |
| repair buffers | 10 | 3.06 |
worst reg2reg max path, cell delays in order, from the launching register on:
cell,delay (ns)
sky130_fd_sc_hd__dfxtp_1,0.47
sky130_fd_sc_hd__nand4_4,0.17
sky130_fd_sc_hd__or4_4,0.63
sky130_fd_sc_hd__or4_1,0.49
sky130_fd_sc_hd__a21oi_1,0.15
power groups by stage:
stage | Clock, mW | Sequential, mW | Combinational, mW
CTS | 0.421 | 0.720 | 0.0310
global route | 0.441 | 0.721 | 0.0354
finish | 0.404 | 0.720 | 0.0305
Power figures rest on the tool's default switching activity, not on a simulated workload.
