===== flow/design.v =====
module blinkspeed (
    input CLK,
    input RST,
    input [1:0] BTN,
    output reg [3:0] LED
);
wire UP, DOWN;
debounce d0 (.CLK(CLK), .RST(RST), .BTNIN(BTN[0]), .BTNOUT(UP));
debounce d1 (.CLK(CLK), .RST(RST), .BTNIN(BTN[1]), .BTNOUT(DOWN));
reg [1:0] speed;
always @(posedge CLK) begin
    if (RST)
        speed <= 2'h0;
    else if (UP)
        speed <= speed + 2'h1;
    else if (DOWN)
        speed <= speed - 2'h1;
end
reg [24:0] cnt25;
always @(posedge CLK) begin
    if (RST)
        cnt25 <= 25'h0;
    else
        cnt25 <= cnt25 + 25'h1;
end
reg ledcnten;
always @* begin
    case (speed)
        2'h0: ledcnten = (cnt25 == 25'h1ffffff);
        2'h1: ledcnten = (cnt25[23:0] == 24'hffffff);
        2'h2: ledcnten = (cnt25[22:0] == 23'h7fffff);
        2'h3: ledcnten = (cnt25[21:0] == 22'h3fffff);
    endcase
end
reg [2:0] cnt3;
always @( posedge CLK) begin
    if ( RST )
        cnt3 <= 3'h0;
    else if (ledcnten)
        if ( cnt3==3'd5)
            cnt3 <= 3'h0;
        else
            cnt3 <= cnt3 + 3'h1;
end
always @* begin
    case ( cnt3 )
        3'd0: LED = 4'b0001;
        3'd1: LED = 4'b0010;
        3'd2: LED = 4'b0100;
        3'd3: LED = 4'b1000;
        3'd4: LED = 4'b0100;
        3'd5: LED = 4'b0010;
        default:LED = 4'b0000;
    endcase
end
endmodule
module debounce (
    input CLK,
    input RST,
    input BTNIN,
    output reg BTNOUT
);
reg[21:0] cnt22;
wire en40hz = (cnt22 == 22'd3125000-1);
always @( posedge CLK) begin
    if ( RST )
        cnt22 <= 22'h0;
    else if (en40hz)
        cnt22 <= 22'h0;
    else
        cnt22 <= cnt22 + 22'h1;
end
reg ff1, ff2;
always @( posedge CLK ) begin
    if ( RST ) begin
        ff1 <= 1'b0;
        ff2 <= 1'b0;
    end
    else if ( en40hz ) begin
        ff2 <= ff1;
        ff1 <= BTNIN;
    end
end
wire temp = ff1 & ~ff2 & en40hz;
always @( posedge CLK ) begin
    if ( RST )
        BTNOUT <= 1'b0;
    else
        BTNOUT <= temp;
end
endmodule

===== flow/run.sh =====
#!/bin/bash
# OpenROAD 26Q1-2900-gdf79404cd8, Yosys 0.63+post, stock flow scripts
make -C /OpenROAD-flow-scripts/flow DESIGN_CONFIG=/design/flow/config.mk WORK_HOME=/design/flow/orfs finish

===== flow/config.mk =====
export PLATFORM = sky130hd
export DESIGN_NAME = blinkspeed
export DESIGN_NICKNAME = blinkspeed
export VERILOG_FILES = /design/flow/design.v
export SDC_FILE = /design/flow/constraint.sdc
export NUM_CORES = 4
export LEC_CHECK = 1
export CORE_UTILIZATION = 30

===== flow/constraint.sdc =====
current_design blinkspeed

set clk_period 3.8
set clk_io_pct 0.2

create_clock -name clk0 -period $clk_period [get_ports {CLK}]

set non_clock_inputs [all_inputs -no_clocks]
set_input_delay [expr $clk_period * $clk_io_pct] -clock clk0 $non_clock_inputs
set_output_delay [expr $clk_period * $clk_io_pct] -clock clk0 [all_outputs]

==> Changelog: implementation <==
### Metrics

* Number of I/O pins at 8
* Via count of the first global-routing pass at about 2700
* Clk latency of the worst-skew pair at 0.33 ns
* Proportion of netlist area held by the largest area contributor at 42.5%
* Post-detailed-route DRC marker count at 0
* Power density of the placed cells at about 420 nW/um^2
* Number of CTS-inserted buffers at 9
* Final count of pins violating max slew at 0
* Register area share after synthesis at about 43%
* Worst-case clock skew at between 0.007 and 0.008 ns
* Endpoint type of the worst setup path: primary output
* Total iterations of the first detailed-routing run at 4
* Cell row count at 40
* #FFs+latches synth at 80
* Count of H-tree levels built during CTS at 3
* Cell resize tally after clock tree synthesis at 0
* Most area-hungry cell type in the Yosys netlist: dfxtp_1
* R2r worst-path depth at 5
* Hold_buf cts at 0
* HPWL after DPL at roughly 4600 um
* Hold Path Origin: d0.cnt22[0]
* Height of the die at 114 um
* TritonCTS clock tree: yes
* Worst Hold Path EP: d0.cnt22[0]
* Post-Syn Instances at 435
* Maximum achievable frequency at between 400 and 500 MHz
* Run status: finished, final reports clean
* Largest net degree at the start of global routing at 38
* Final worst path period share at 64.4%
* Number of standard cells reported by yosys at about 440
* Post-synthesis cell area at roughly 3800 um^2
* RSZ-0062 raised after global routing: no
* Post-synth top flop: dfxtp_1
* Launching point of the worst reg2reg path: d1.cnt22[8]
* Count of maximum capacitance violations at 0
* Global-route total usage across every layer at a little under an eighth
* Max rail drop VDD at 0.200 mV
* Path type of the worst min-delay path: flip-flop to flip-flop
* Leak pwr at around 0.0013 uW
* Cell Type Count at 44
* Chip Footprint at 13000 um^2
* Total number of vias at 2983
* Average wire per cell in the routed design at 11.2 um
* Violation tally from detailed-route iteration zero at roughly 140
* Worst-case register-to-register setup slack at approximately 1.6 ns
* Area growth from synthesis to final layout at 14.3%
* Area of the core region at around 12000 um^2
* Crit path DAT at about 1.7 ns
* Final hold violations at 0
* Cell count of the worst hold path at 1
* Max Root-Sink Buffers at 2
* Count of flip-flops with a built-in enable after synthesis at 0
* Number of antenna violations at the first check in global routing at 0
* Crit path required time at between 3 and 4 ns
* Yosys Warn Count at 2
* Residual overflow from global routing at 0
* Largest cells by area: dfxtp_1, xnor2_1, nor2_1
* Pre-Place Util at just over 30%
* Via count normalized by instance count at roughly 4.9
* Routed wire length at a little under 7000 um
* Routability congestion estimate from global placement at 0.784
* Count of antenna-violating nets left after detailed routing at 0
* Final critical path time including I/O delays and setup at between 2 and 2.5 ns
* Total clock sinks at roughly 80
* Mean instance size in the synthesized netlist at 8.65 um^2
* Startpoint Class: flip-flop
* Final setup TNS at 0 ns
* Final-report setup violation count at 0
* Minimum setup slack after placement at around 1.2 ns
* CP max FO at 7
* Count of buffers from port buffering at 7
* Layout cell share with drive strength beyond 1 at ~6%
* Antenna cell count at 0
* Total tool warning count at 28
* Fraction of registers with async set or reset after synthesis at 0%
* Global-route wire length before repair at 12200 um
* Final setup margin at ~1.4 ns
* Relative slew margins at between 40% and 50%
* Post-CTS Setup Bufs at 0
* Root buf cell: clkbuf_16
* Capture instance of the worst register-to-register path: d1.cnt22[21]
* Category of the critical setup timing path: flip-flop to primary output
* Clock slew at the register clock pins of the worst setup and hold paths at approximately 0.06 ns
* Tightest Pin Transition at between 0.7 and 0.8 ns
* Die width at roughly 110 um
* Area figure in the yosys stat output at approximately 3800 um^2
==> where the power goes <==
part	switching, uW	leakage, uW	total (uW)	internal (uW)
Sequential	8.45	0.000646	855	847
Clock	334	0.000150	909	576
Combinational	23.0	0.000502	37.2	14.2
Total	365	0.00130	1800	1440
==> cell usage after synthesis, types with 4 or more instances <==
| master | n |
|---|---|
| or3_1 | 13 |
| ha_1 | 8 |
| inv_1 | 16 |
| clkbuf_1 | 12 |
| dfxtp_1 | 80 |
| o31ai_1 | 11 |
| nor2_1 | 54 |
| a21oi_1 | 31 |
| nand2b_1 | 4 |
| nor3_1 | 13 |
| nand4_1 | 17 |
| mux2i_1 | 4 |
| nor4_1 | 13 |
| nand2_1 | 24 |
| and4_1 | 6 |
| xor2_1 | 12 |
| xnor2_1 | 27 |
| nand3_1 | 20 |
| o21ai_0 | 17 |
| or4_1 | 15 |
==> registers in the layout (all words and copies together) (netlist names) <==
| signal | count |
|---|---|
| d1.ff1 | 1 |
| d0.ff1 | 1 |
| d1.ff2 | 1 |
| d0.cnt22 | 22 |
| d1.BTNOUT | 1 |
| d0.ff2 | 1 |
| cnt25 | 25 |
| d0.BTNOUT | 1 |
| d1.cnt22 | 22 |
| cnt3 | 3 |
| speed | 2 |
==> final cells by class <==
class	instances	area, um^2
timing repair buffer	9	85.1
clock buffer	11	233
sequential	80	1600
clock inverter	5	81.3
fill	1226	7810
inverter	16	60.1
multi-input combinational	323	2030
tap	168	210
==> cells by family after synthesis <==
| group | after synthesis | synth area share (%) |
|---|---|---|
| xor gates and xnor gates | 39 | 9.07 |
| buffers and inverters | 32 | 3.49 |
| AOI/OAI and AO/OA | 64 | 9.67 |
| adders and majority gates | 8 | 2.66 |
| DFF | 80 | 42.5 |
| and+or+nand+nor | 207 | 31.2 |
| muxes | 5 | 1.36 |
==> placed cells by master (no fill, tap or decap), types with 4 or more instances in the layout <==
| cell type | count |
|---|---|
| nand2_1 | 24 |
| xnor2_1 | 27 |
| nor2_1 | 54 |
| or4_1 | 15 |
| nor4_1 | 13 |
| or3_1 | 13 |
| mux2i_1 | 4 |
| o21ai_0 | 17 |
| and4_1 | 6 |
| a21oi_1 | 31 |
| o31ai_1 | 11 |
| clkbuf_16 | 9 |
| clkdlybuf4s50_1 | 7 |
| nand3_1 | 20 |
| nor3_1 | 13 |
| nand2b_1 | 4 |
| xor2_1 | 12 |
| dfxtp_1 | 80 |
| nand4_1 | 17 |
| inv_1 | 16 |
| ha_1 | 8 |
==> routing by layer <==
layer	share of wire (%)	vias up	global-route usage, %	routed length [um]
li1	-	1578	-	-
met1	53	1370	16.9	3640
met2	43	27	17.7	2960
met3	2.5	8	2.27	173
met4	1.2	0	1.47	85
met5	0	-	0	0
==> through the flow <==
stage | power [uW] | utilization [%] | area (um^2) | hold slack, ns | instances
finish | 1800 | 35.5 | 4300 | 0.448 | 612
global route | 1870 | 35.5 | 4300 | 0.465 | 612
CTS | 1820 | 35.5 | 4300 | 0.446 | 612
detailed placement | 911 | 32.9 | 3990 | 0.430 | 596
global placement | 910 | 32.9 | 3990 | 0.419 | 596
floorplan | 898 | - | 3760 | 0.400 | 435
==> critical path, stage by stage (launching register included) <==
cell             delay [ns]
dfxtp_1                0.43
and2_1                 0.16
ha_1                   0.12
a21boi_0               0.17
clkdlybuf4s50_1        0.48
==> worst max path at each step <==
stage	from	end	slack, ns	depth (start not counted)
after CTS	cnt3[1]	LED[3]	1.33	4
after global routing	cnt3[1]	LED[3]	1.21	4
final	cnt3[1]	LED[3]	1.35	4
Power and IR drop assume default switching activity.
