==> flow/design.v <==
module blink (
	input CLK,
	input RST,
	output reg [3:0] LED
);
reg [22:0] cnt23;
always @( posedge CLK ) begin
	if ( RST )
		cnt23 <= 23'h0;
	else
		cnt23 <= cnt23 + 1'h1;
end
wire ledcnten = (cnt23 == 23'h7fffff);
reg [2:0] cnt3;
always @( posedge CLK ) begin
	if (RST)
		cnt3 <= 3'h0;
	else if (ledcnten)
		if (cnt3 == 3'd5)
			cnt3 <= 3'h0;
		else
			cnt3 <= cnt3 + 1'h1;
end
always @* begin
	case ( cnt3 )
		3'd0: LED = 4'b0001;
		3'd1: LED = 4'b0010;
		3'd2: LED = 4'b0100;
		3'd3: LED = 4'b1000;
		3'd4: LED = 4'b0100;
		3'd5: LED = 4'b0010;
		default:LED = 4'b0000;
	endcase
end
endmodule
==> flow/run.sh <==
#!/bin/bash
# OpenROAD 26Q1-2900-gdf79404cd8, Yosys 0.63+post, stock flow scripts
make -C /OpenROAD-flow-scripts/flow DESIGN_CONFIG=/design/flow/config.mk WORK_HOME=/design/flow/orfs finish
==> flow/config.mk <==
export PLATFORM = sky130hd
export DESIGN_NAME = blink
export DESIGN_NICKNAME = blink
export VERILOG_FILES = /design/flow/design.v
export SDC_FILE = /design/flow/constraint.sdc
export NUM_CORES = 4
export LEC_CHECK = 1
export CORE_AREA = 10 10 108 108
export DIE_AREA = 0 0 118 118
==> flow/constraint.sdc <==
current_design blink

set clk_period 5.2
set clk_io_pct 0.2

create_clock -name clk0 -period $clk_period [get_ports {CLK}]

set non_clock_inputs [all_inputs -no_clocks]
set_input_delay [expr $clk_period * $clk_io_pct] -clock clk0 $non_clock_inputs
set_output_delay [expr $clk_period * $clk_io_pct] -clock clk0 [all_outputs]
==> results.tsv <==
metric	value	unit
dp_hpwl	1710	um
drc	0	
fin_setup_tns	0	ps
logic_area	697	um^2
top_area_frac	0.410	
rr_worst_depth	5	
via_per_inst	3.56	
dr.pass1.iters	3	
synth.distinct_cells	30	
hold_slack	473	ps
max_slew_margin	0.667	
cts_max_level	1	
critPathCaptureType	output port	
hold_violations	0	
rsz0062_at_grt	false	
postCtsResizedCells	0	
post_cts_buffers	0	
edf_count	0	
synth-seq-area-share	0.410	
drtAntennaViolNets	0	
crit_end	LED[3]	
crit_path_start	cnt3[0]$_SDFFE_PP0N_	
yosysTopAreaCell	dfxtp_1	
hold_path.class	flop to flop	
outcome	finished, final reports clean	
fin_crit	2510	ps
row_count	35	
most_common_cell	dfxtp_1	
grt_overflow	0	
drv_cap	0	
io_buffers	5	
dieWidth	118	um
cp_max_fo	8	
post_drt_wl_per_cell	8.41	um
netlist_area	1270	um^2
placed_cells	278	
avgSynthCellArea	8.46	um^2
cts_tree	yes	
ys_top_cells_by_area	dfxtp_1 (41%), a21oi_1 (5.9%), xnor2_1 (5.5%)	
ys_chip_area	1270	um^2
fin_area	1490	um^2
flop_cell	dfxtp_1	
path_cells	and2_1 -> ha_1 -> clkdlybuf4s50_1	
cts_root_buffer	clkbuf_8	
antenna_found_initial	0	
max_stage_delay	460	ps
rr_endpoint	cnt23[22]$_SDFF_PP0_	
yosys-top-cells-count	dfxtp_1 (26), a21oi_1 (15), nand2_1 (13)	
place.gp.congestion	0.764	
register_area	520	um^2
p_leak	0.413	nW
path_buffers	1	
num_vias	1000	
worstPathArrival	1470	ps
setup_viol	0	
final_cell_count_no_fill	281	
ir_drop	144	uV
grt_max_degree	27	
min_from	cnt23[0]$_SDFF_PP0_	
worst_pin_slew	495	ps
n_fill_cell	1077	
yosysCellCount	150	
initial_core_util	0.137	
syn_to_final_growth	17.4	%
slowest_stage	clkdlybuf4s50_1	
path_clk_slew	80	ps
clock_path_buffers	2	
power_density	215	nW/um^2
timing.rr.start	cnt23[0]$_SDFF_PP0_	
drive_above_1_share	0.0658	
clock_skew	3.48	ps
final_util	0.160	
max_freq	0.398	GHz
crit_cells	3	
dieArea	13900	um^2
r2r_slack	3040	ps
holdBufCountCts	0	
synth_flops	26	
period_used_share	0.483	
tool_warnings	25	
worstPathRequired	4160	ps
start_kind	flop	
fp.dieH	118	um
io_pins	6	
drt-total-wl	2360	um
critPathKind	flop to output port	
num_antenna_cells	0	
clk_latency	260	ps
placed_area	1450	um^2
drt_first_iter_violations	36	
grt_usage	0.0349	
grt_pass1_vias	980	
cts.sink_count	26	
cts_made_buffers	3	
path_delay_family	buffers and inverters	
synth_warnings	1	
slew_violations	0	
grt_pass1_wl	4390	um
core	9280	um^2
async_flop_share	0	
syn_inst	150	
worst register-to-register path, cell delays in order, from the launching register on:
cell	delay, ps
dfxtp_1	390
ha_1	260
nand4_2	240
or3_1	540
or4_1	530
a21oi_1	140
cell usage in the layout (no fill, tap or decap):
cell              n
or4_1             6
and4_1            1
ha_1              2
clkbuf_8          3
nor2b_1           2
o21ai_0           8
nand4_1           4
nor3_1            4
nand3_1           6
clkdlybuf4s50_1   5
nor4_1            4
a21oi_1          15
dfxtp_1          26
and4_2            1
nor2_1           12
or3_1             6
and2_1            3
and3_1            3
nand4b_1          2
a41o_1            1
o31ai_1           5
nand3_2           1
buf_4             1
xnor2_1           8
xor2_1            3
nand2_1          13
inv_1             3
or3_2             2
nand4_2           2
routing by layer:
metal / up-vias / routed length (um) / track usage
met2: 10 / 898 / 0.0521
met4: 0 / 14 / 0.00309
li1: 552 / - / -
met1: 436 / 1370 / 0.0510
met3: 2 / 84 / 0.00924
met5: - / 0 / 0
logic make-up after synthesis:
logic type                 after synthesis  share of synthesized area
AOI/OAI and AO/OA                       29                      0.128
xor gates and xnor gates                11                     0.0759
adders and majority gates                2                     0.0197
buffers and inverters                   10                     0.0404
DFF                                     26                      0.410
and+or+nand+nor                         72                      0.325
worst min path at each step:
stage                           to  cells after the start
CTS            cnt23[0]$_SDFF_PP0_                      1
global route  cnt23[19]$_SDFF_PP0_                      2
finish         cnt23[0]$_SDFF_PP0_                      1
where the power goes:
| group | internal [mW] | switching, mW |
|---|---|---|
| clock | 0.0518 | 0.0578 |
| combinational | 0.00309 | 0.00458 |
| sequential | 0.201 | 0.00261 |
flip-flops by register name, summed over array words and instances (netlist names):
register  count
cnt23        23
cnt3          3
final cells by class:
class                      count  area share
clock buffer                   3      0.0277
multi-input combinational    114       0.468
sequential                    26       0.350
inverter                       3     0.00756
timing repair buffer           6      0.0387
tap                          129       0.108
stage by stage:
stage / total power, mW / setup slack (ps)
after floorplan: 0.214 / 3220
after global placement: 0.216 / 2980
after detailed placement: 0.216 / 2980
after CTS: 0.327 / 2680
after global routing: 0.337 / 2610
final: 0.321 / 2690
Power is estimated from default activity; no workload was simulated.
